--- flow/design.v ---
module led_matrix_driver (clock, reset, red_array, green_array, red_driver, green_driver, row_sink);
	input clock, reset;
	input [7:0][7:0] red_array, green_array;
	output reg [7:0] red_driver, green_driver, row_sink;
	reg [2:0] count;
	always @(posedge clock)
		count <= count + 3'b001;
	always @(*)
		case (count)
			3'b000: row_sink = 8'b11111110;
			3'b001: row_sink = 8'b11111101;
			3'b010: row_sink = 8'b11111011;
			3'b011: row_sink = 8'b11110111;
			3'b100: row_sink = 8'b11101111;
			3'b101: row_sink = 8'b11011111;
			3'b110: row_sink = 8'b10111111;
			3'b111: row_sink = 8'b01111111;
	endcase 
	assign red_driver = red_array[count];
	assign green_driver = green_array[count]; 
endmodule
--- flow/run.sh ---
#!/bin/bash
# OpenROAD 26Q1-2900-gdf79404cd8, Yosys 0.63+post, stock flow scripts
make -C /OpenROAD-flow-scripts/flow DESIGN_CONFIG=/design/flow/config.mk WORK_HOME=/design/flow/orfs finish
--- flow/config.mk ---
export PLATFORM = sky130hd
export DESIGN_NAME = led_matrix_driver
export DESIGN_NICKNAME = led_matrix_driver
export VERILOG_FILES = /design/flow/design.v
export SDC_FILE = /design/flow/constraint.sdc
export NUM_CORES = 4
export LEC_CHECK = 1
export CORE_AREA = 10 10 101 101
export DIE_AREA = 0 0 111 111
--- flow/constraint.sdc ---
current_design led_matrix_driver

set clk_period 3.2
set clk_io_pct 0.2

create_clock -name clk0 -period $clk_period [get_ports {clock}]

set non_clock_inputs [all_inputs -no_clocks]
set_input_delay [expr $clk_period * $clk_io_pct] -clock clk0 $non_clock_inputs
set_output_delay [expr $clk_period * $clk_io_pct] -clock clk0 [all_outputs]
==> flow_summary_export.csv <==
group,metric,value,unit
final_timing,rsz0062_at_grt,"no",
worst_setup_path,required,2560,ps
placement,globalplace.congestion,0.726,
clock_tree,insertion_delay_at_the_late_pin_of_the_worst_skew_pair,230,ps
synthesis,synth.cell_area,0.00139,mm²
worst_setup_path,critical_path_class,"primary input to output port",
outcome,status,"complete, no violations",
drt,drt.antenna.violating_nets,0,
synthesis,post_synth_inst_count,85,
placement,port_buffers,152,
flow_run,drv_cap,0,
finish,fin_util,37.6,%
pwr,peak_supply_drop,70.5,µV
clock_tree,clk_pin_slew,50,ps
final_timing,period_needed,2910,ps
clock_tree,holdBufCountCts,0,
hold_path,hold_path_class,"flop to flop",
finish,mostFrequentLayoutCell,"clkdlybuf4s50_1",
synthesis,synth.yosys.seq_area_share,15.8,%
clock_tree,cts.path.max_buffers,2,
clock_tree,postCtsSetupRepairBufs,0,
synthesis,yosys-top-cells-area,"mux4_1, dfxtp_1, mux2_2",
drt,route.final.wire_length,5650,µm
finish,final_layout_top_logic_cells,"clkdlybuf4s50_1, mux4_1, mux2_2",
placement,place.detailed.hpwl,4990,µm
drt,initial_detailed_routing_violation_count,19,
final_timing,final_max_slew_viol_count,0,
worst_setup_path,top_cell_by_count_worst_path,"clkdlybuf4s50_1",
finish,proportion_of_layout_cells_with_a_drive_suffix_above_1,13.6,%
synthesis,synthesis.yosys.warnings,3,
worst_setup_path,worstPathCellList,"clkdlybuf4s50_1, mux4_1, mux2_2, clkdlybuf4s50_1",
final_timing,max_freq,343,MHz
worst_setup_path,cp.arrival,2270,ps
die,floorplan.rows,33,
flow_run,stage_log_warnings,30,
pwr,power.density,157,mW/mm²
synthesis,synthDominantCellAreaShare,45.3,%
drt,firstDrtPassIters,4,
clock_tree,ctsResizeCount,0,
synthesis,synthDominantAreaCellType,"mux4_1",
die,effective_utilization_at_floorplan,17.1,%
drt,antenna_cells_inserted,0,
grt,gr-total-overflow,0,
drt,route.detailed.drc,0,
clock_tree,cts_htree_levels,1,
clock_tree,cts_tree,"built",
final_timing,max_slew_headroom,70.8,%
die,die_width,111,µm
synthesis,yosys_register_bits,11,
final_timing,max_slew.worst_pin.slew,437,ps
worst_setup_path,endpoint_kind,"output port",
die,core_area,0.00813,mm²
grt,grt_util_overall,8.76,%
pwr,leakage,0.00107,µW
final_timing,final.period_utilization,91.0,%
drt,routed_wire_length_per_instance,16.6,µm
worst_setup_path,worstPathMaxFanout,1,
synthesis,yosysUniqueCellTypes,13,
worst_setup_path,cpPeakStageDelay,490,ps
synthesis,post_synth.cell_area_avg,16.4,µm²
synthesis,ys_cells,85,
drt,dr_total_vias,1413,
die,fp.dieArea,0.0123,mm²
die,pin_count,154,
grt,global_route_wire_length_before_repair,8690,µm
drt,vias_per_cell,4.16,
worst_setup_path,crit_slowest_cell,"mux4_1",
final_timing,timing.setup.tns,0,ps
synthesis,ys_area,0.00139,mm²
final_timing,timing.final.setup_violations,0,
grt,grt_pass1_vias,1641,
finish,final_area,0.00306,mm²
final_timing,timing.final.hold_violations,0,
clock_tree,cts_buffers,3,
grt,largest_net_degree_at_the_start_of_global_routing,37,
worst_setup_path,startpoint_type,"primary input",
final_timing,fin_worst_skew,0.662,ps
placement,placement.cell_area,0.00301,mm²
die,die.size.y,111,µm
grt,number_of_antenna_violations_at_the_first_check_in_global_routing,0,
clock_tree,cts_num_sinks,11,
finish,area_growth,120,%
clock_tree,cts.root.buffer_cell,"clkbuf_8",
-- power by group --
group	total (µW)	leakage [µW]	switching [µW]	internal, µW
logic	210	0.000961	27.9	183
clock network	132	0.0000228	44.9	86.8
registers	137	0.0000891	0	137
-- state kept, by name, indices dropped and copies added (netlist names) --
name and count:
row_sink 8, count 3
-- layer usage --
layer / share of wire [%] / wire length (µm) / GRT usage [%] / up-vias
li1: - / - / - / 683
met1: 35 / 1980 / 9.19 / 639
met2: 52 / 2930 / 16.0 / 89
met3: 13 / 716 / 4.54 / 2
met4: 0.39 / 22 / 0.347 / 0
met5: 0 / 0 / 0 / -
-- per-stage QoR --
step | setup WS, ps | cells | hold WS, ps | total power (µW)
final | 286 | 340 | 622 | 480
after global routing | 235 | 340 | 654 | 505
after CTS | 263 | 340 | 622 | 487
after detailed placement | 270 | 336 | 610 | 353
after global placement | 272 | 336 | 613 | 351
after floorplan | 1130 | 85 | 589 | 175
-- synth_stat cells --
cell type and n:
mux2_2 16, nand2_1 8, inv_1 2, buf_6 4, buf_1 1, ha_1 5
mux4_2 8, dfxtp_1 11, xnor2_1 1, inv_2 1, clkbuf_1 1, buf_2 3
mux4_1 24
-- area by class of cell --
class                           instances  area (µm²)
Clock buffer                            4        45.0
Fill cell                             799        5080
Inverter                                3        11.3
Multi-Input combinational cell         62        1090
Sequential cell                        11         221
Tap cell                              105         131
Timing Repair Buffer                  155        1560
-- cells by family after synthesis --
| group | share of synthesized area (%) |
|---|---|
| simple gates | 2.16 |
| mux | 71.2 |
| buf+inv | 5.66 |
| flops | 15.8 |
| xor+xnor | 0.630 |
| fa+ha+maj | 4.50 |
-- worst paths after layout --
path	slack, ps	end	cells after the start	startpoint
setup / recovery	290	red_driver[4]	4	red_array[36]
hold / removal	620	row_sink[3]	2	count[1]
setup reg to reg	1810	count[2]	4	count[0]
hold reg to reg	620	row_sink[3]	2	count[1]
-- critical path, delay by kind of cell --
kind,cells,cell delay [ps]
buffers and inverters,2,870
muxes,2,760
No activity file was given, so power comes from the tool's default toggle rates.
